### ./config.mk
export PLATFORM = sky130hd
export DESIGN_NAME = Top
export DESIGN_NICKNAME = Top
export VERILOG_FILES = /design/flow/design.v
export SDC_FILE = /design/flow/constraint.sdc
export NUM_CORES = 4
export LEC_CHECK = 1
export CORE_UTILIZATION = 30
### ./constraint.sdc
current_design Top

set clk_period 12.0
set clk_io_pct 0.2

create_clock -name clk0 -period $clk_period [get_ports {CLK}]

set non_clock_inputs [all_inputs -no_clocks]
set_input_delay [expr $clk_period * $clk_io_pct] -clock clk0 $non_clock_inputs
set_output_delay [expr $clk_period * $clk_io_pct] -clock clk0 [all_outputs]
### ./design.v
module BCDtoSevenSeg(
input [3:0] LED_BCD,
output reg [6:0]SEG
);
always@(*)
begin
  case(LED_BCD)
               4'b0000: SEG = 7'b1000000;  
               4'b0001: SEG = 7'b1111001;  
               4'b0010: SEG = 7'b0100100;  
               4'b0011: SEG = 7'b0110000;  
               4'b0100: SEG = 7'b0011001;  
               4'b0101: SEG = 7'b0010010;  
               4'b0110: SEG = 7'b0000010;  
               4'b0111: SEG = 7'b1111000;  
               4'b1000: SEG = 7'b0000000;  
               4'b1001: SEG = 7'b0011000;  
               default: SEG = 7'b1000000;  
  endcase
end
endmodule
`timescale 1ns / 1ps
module BinaryToBCD(
     input  [11:0] bnum,
     output reg [15:0] BCD
);
reg [3:0] thousands;
reg [3:0] hundreds;
reg [3:0] tens;
reg [3:0] ones;
reg [27:0] shift;
integer i;
     always @(bnum)
     begin
          thousands = 4'b0;
          hundreds = 4'b0;
          tens = 4'b0;
          ones = 4'b0;
          shift = 0;
          shift[11:0] = bnum;
          for (i = 0; i < 12; i = i + 1)
          begin
               if (shift[15:12] >= 5)
                    shift[15:12] = shift[15:12] + 3;
               if (shift[19:16] >= 5)
                    shift[19:16] = shift[19:16] + 3;
               if (shift[23:20] >= 5)
                    shift[23:20] = shift[23:20] + 3;
               if (shift[27:24] >= 5)
                    shift[27:24] = shift[27:24] + 3;
               shift = shift << 1;
          end
          thousands = shift[27:24];
          hundreds  = shift[23:20];
          tens      = shift[19:16];
          ones      = shift[15:12];
          BCD = {thousands,hundreds,tens,ones};
     end
endmodule
module Decoder(
    input [1:0]countout,
    input [15:0]BCD,
    output reg [3:0]digits,
    output reg [3:0]LED_BCD
);
 always @(*)
     begin
          case(countout)
               2'b00: begin
                    digits = 4'b0111;
                    LED_BCD = BCD[15:12];
               end
               2'b01: begin
                    digits = 4'b1011;
                    LED_BCD = BCD[11:8];
               end
               2'b10: begin
                    digits = 4'b1101;                 
                    LED_BCD = BCD[7:4];
               end
               2'b11: begin
                    digits = 4'b1110;
                    LED_BCD = BCD[3:0];
               end
          endcase
     end
endmodule
module SlowClock(
    input CLK,
    input reset,
    output [1:0]countout
);
reg [20:0] refresh_counter; 
always @(posedge CLK)
begin 
 if(reset==1)
  refresh_counter <= 0;
 else
  refresh_counter <= refresh_counter + 1;
end 
assign countout = refresh_counter[20:19];
endmodule
module Top(
    input IN,
    input CLK, 
    input reset,
    output [3:0]digits,
    output [6:0] SEG 
);
wire [11:0]bnum;
wire [1:0]countout;
wire [15:0] BCD;
wire [3:0] LED_BCD;
SlowClock u3(
    .CLK(CLK),
    .reset(reset),
    .countout(countout)
    );
freq_counter u1(
          .CLK(CLK),
          .IN(IN),
          .freq(bnum)
);
BinaryToBCD u5(
    .bnum(bnum),
    .BCD(BCD)
);
Decoder u8(
    .countout(countout),
    .BCD(BCD),
    .digits(digits),
    .LED_BCD(LED_BCD)
    );
BCDtoSevenSeg u9(
    .LED_BCD(LED_BCD),
    .SEG(SEG)
    );
endmodule
`timescale 1 ns / 1 ps
module freq_counter(
	input CLK,
	input IN,
	output reg [11:0] freq = 12'b0);
	reg[31:0] count = 32'b0;
	reg [11:0] edge_count = 12'b0;
	reg last = 0;
	 localparam max = 'd100000000;          
	always @(posedge CLK) begin
		last <= IN;
	end
	always @ (posedge CLK)
	begin
		case (1)
			count < max: begin
				count <= count + 1;
				if(~last & IN)
					edge_count <= edge_count + 1;
				end
			default: begin
				freq <= edge_count;
				edge_count <= 0;
				count <= 0;
			end
		endcase
	end
endmodule
### ./run.sh
#!/bin/bash
# OpenROAD 26Q1-2900-gdf79404cd8, Yosys 0.63+post, stock flow scripts
make -C /OpenROAD-flow-scripts/flow DESIGN_CONFIG=/design/flow/config.mk WORK_HOME=/design/flow/orfs finish
==> results.json <==
{
  "worstPathArrival_ns": 8.97,
  "finalPower_uw": 625,
  "crit_type": "register to primary output",
  "grt_max_degree": 52,
  "core_um2": 19000,
  "drt_iter0_drc": 279,
  "nFillCells": 1940,
  "ys_area_um2": 5910,
  "via_per_inst": 5.04,
  "slew_viol_final": 0,
  "cp_common_cell": "ha_1",
  "cts.sinks": 78,
  "critPathMaxFanout": 7,
  "synthToLayoutAreaGrowth_pct": 17.1,
  "min_period_over_period_pct": 94.8,
  "warnings": 33,
  "reg2reg_depth": 9,
  "async_flop_share_pct": 0,
  "final_cell_mix": "nor2_1, dfxtp_1, nand2_1",
  "drc_errors": 0,
  "final_hold_viol_count": 0,
  "p_per_area_nw_per_um2": 90.3,
  "cts_root_buf": "clkbuf_16",
  "rrSetupSlack_ns": 9.79,
  "startpoint_type": "register",
  "clock_latency_ns": 0.33,
  "crit_path_end_kind": "primary output",
  "drtPass1Iterations": 4,
  "cts_inserted_buffers": 9,
  "avgSynthCellArea_um2": 8.02,
  "grtUsageTotal_pct": 12.6,
  "ant_nets": 0,
  "dp_hpwl_mm": 8.86,
  "fmax_mhz": 87.9,
  "grt_overflow": 0,
  "fp_util_pct": 31.1,
  "finClkSkew_ns": 0.00804,
  "cell_internal_pwr_uw": 457,
  "diodes": 0,
  "r2r_end": "u3.refresh_counter[20]",
  "ys_seq_share_pct": 28.5,
  "numSynthFlops": 78,
  "clk_path_buf_depth": 2,
  "critPathTopFamily": "AND-OR/OR-AND gates",
  "io_pins": 14,
  "setup_slack_ns": 0.628,
  "wire_per_inst_um": 11.8,
  "hold_end": "u3.refresh_counter[0]",
  "period_needed_ns": 11.37,
  "die_area_um2": 20300,
  "antenna_found_initial": 0,
  "ir_worst_vdd_uv": 68.4,
  "clkPwrFrac_pct": 40.8,
  "static-leakage-power_uw": 0.00264,
  "cp_slowest_stage_delay_ns": 0.55,
  "gp_congestion": 0.887,
  "via_count": 5187,
  "crit_required_ns": 9.60,
  "edf_count": 12,
  "grt_pass1_vias": 4579,
  "grt_pass1_wl_mm": 21.3,
  "min_from": "u3.refresh_counter[0]",
  "lay_top_count": "nor2_1",
  "setup_violations": 0,
  "slowest_stage": "or4_1",
  "p_comb_share_pct": 16.0,
  "critPathBufInv": 5,
  "power.share.switching_pct": 26.8,
  "num_rows": 50,
  "synthDistinctLibCells": 90,
  "max-slew-margin-rel_pct": 45.4,
  "r2r_start": "u3.refresh_counter[3]",
  "clkSlewWorstSetupHoldPaths_ns": 0.06,
  "cp-startpoint": "u1.freq[10]",
  "numPortBuffers": 13,
  "outcome": "complete, no violations",
  "ff_type": "dfxtp_1",
  "drv_cap": 0,
  "fp.dieH_um": 142,
  "layout-drive-gt1-share_pct": 13.4,
  "pre_cts_slack_ns": 0.391,
  "cts_tree": "done",
  "htree_num_levels": 3,
  "ys_warn_count": 5,
  "post_synth_inst_count": 736,
  "fp.dieW_um": 142,
  "ys_cells": 736,
  "syn-cell-area_um2": 5910,
  "finalWirelength_mm": 12.2,
  "switching_power_uw": 168,
  "hold_class": "register to register",
  "tightest_slew_ns": 0.817,
  "hold_depth": 1,
  "pwr-share-seq_pct": 43.2
}
-- per-stage QoR --
step	hold slack [ns]	TNS (ns)	instance area, µm²	instances	util, %
after floorplan	0.413	0	5920	740	-
after global placement	0.427	0	6400	1005	33.6
after detailed placement	0.433	0	6400	1005	33.6
after CTS	0.447	0	6700	1021	35.2
after global routing	0.457	-0.0434	6910	1030	36.4
final	0.447	0	6910	1030	36.4
-- repair_timing --
action,4_1_cts,5_1_grt
buffers inserted,0,9
gates cloned,0,0
gates resized,3,25
endpoints found under the setup margin,1,7
hold buffers,0,0
pin swaps,0,4
-- power by group through the flow --
| stage | sequential, µW | clock [µW] | combinational, µW |
|---|---|---|---|
| after CTS | 270 | 263 | 93.8 |
| after global routing | 270 | 276 | 113 |
| final | 270 | 255 | 99.9 |
-- cell type report --
type,count,area [µm²],area share (%)
clock inverters,6,50.0,0.724
flip-flops and latches,78,1680,24.3
well taps,260,325,4.71
repair buffers,38,318,4.60
inverters,36,135,1.95
clock buffers,10,239,3.46
multi-input cells,602,4170,60.2
-- sequential cells by signal, indices dropped and copies added, names as in the netlist --
name                count
u1.last                 1
u1.freq                12
u1.count               32
u3.refresh_counter     21
u1.edge_count          12
-- cell usage after synthesis (all sizes together) (5+ instances only) --
library cell	n	area share (%)
a221oi	6	1.0
nor3	18	1.6
or2	8	0.85
mux2i	16	3.0
a21o	10	1.3
nand3	34	2.9
nor4	9	0.95
nand2	56	3.6
nand4	13	1.4
nor2	106	6.9
edfxtp	12	6.1
dfxtp	66	22
and2	8	0.85
nand2b	8	0.85
or3	5	0.53
xor2	42	6.4
a211o	6	0.89
inv	34	2.2
clkbuf	20	1.3
o211ai	8	1.2
o221a	5	0.95
ha	26	5.5
a211oi	8	1.1
o22ai	6	0.64
o21a	5	0.64
a31oi	7	0.85
and3	14	1.5
a21oi	33	2.8
mux2	6	1.3
o21ai	40	3.6
nor2b	8	0.85
xnor2	24	3.7
-- metal layers --
layer  GRT usage (%)  vias up  wire length [µm]
met2            18.6       57              5200
met4            1.36        0                66
met5               0        -                 0
met3            1.10        7               298
met1            20.6     2380              6620
li1                -     2743                 -
-- worst max path at each step --
| stage | end | slack (ns) | cells after the start |
|---|---|---|---|
| after CTS | SEG[6] | 0.03 | 43 |
| after global routing | SEG[6] | -0.04 | 41 |
| final | SEG[6] | 0.63 | 41 |
-- logic make-up (layout without fill, tap and decap cells) --
logic type	count (synthesis)	count (layout)	share of synthesized area, %
AND-OR/OR-AND	181	181	22.4
XOR/XNOR	67	67	10.4
adder cells (fa/ha/maj)	26	26	5.51
buffers and inverters	60	90	4.05
flip-flops	78	78	28.5
multiplexers	22	22	4.32
other	1	5	0.0635
AND/OR/NAND/NOR	301	301	24.8
No activity file was given, so power comes from the tool's default toggle rates.
